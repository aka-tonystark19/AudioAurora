==> design.v <==
module sorting_hardware(input logic clk, input logic rst_n,
                output logic slave_waitrequest,  
                input logic [3:0] slave_address,
                input logic slave_read, output logic [31:0] slave_readdata,
                input logic slave_write, input logic [31:0] slave_writedata,
                input logic master_waitrequest,
                output logic [31:0] master_address,  
                output logic master_read, input logic [31:0] master_readdata,  
                input logic master_readdatavalid,
                output logic master_write, output logic [31:0] master_writedata,
				output logic [9:1] LEDR);
    enum{INIT, LOAD1, LOAD2, CMP, SWITCH, SWITCH2, DONE} state, next_state;
    logic [31:0] data1, next_data1, data2, next_data2;
    logic swapped, new_swapped;
    logic [31:0] new_m_addr;
    logic [10:0] count, new_count;
    assign slave_readdata = 32'd777;
	always_ff @( posedge clk ) begin
		if (~rst_n) begin  
			state <= INIT;
			count <= 0;
			swapped <= 1'b0;
			master_address <= 32'h6000;  
            data1 <= 32'h0;
            data2 <= 32'h0;
		end
		else begin
			state <= next_state;
			count <= new_count;	
			swapped <= new_swapped;
			master_address <= new_m_addr;
            data1 <= next_data1;
            data2 <= next_data2;
		end	
	end
    always@(*)begin
        case(state)
            INIT:begin
                next_state = (slave_write && slave_address == 4'd0) ? LOAD1 : INIT;  
                new_count = 11'b0;
                new_m_addr = 32'h6000;
                slave_waitrequest = 1'b0;  
                master_read = 1'b0;
				master_write = 1'b0;
                master_writedata = 32'h0;
                new_swapped = 1'b0;
                next_data1 = 32'h0;
                next_data2 = 32'h0;
                LEDR[9:3]= 7'b1000000;
            end
            LOAD1:begin  
                next_state = LOAD2;
                new_count = count;
                new_m_addr = master_address + 32'd4;  
                slave_waitrequest = 1'b1;  
                master_read = 1'b1;
                master_write = 1'b0;
                master_writedata = 32'h0;
                new_swapped = swapped;
                next_data1 = 32'h0;
                next_data2 = 32'h0;
                LEDR[9:3]= 7'b0100000;
            end
            LOAD2:begin 
                next_state = CMP;
                new_count = count;
                new_m_addr = master_address + 32'h4;  
                slave_waitrequest = 1'b1;  
                master_read = 1'b1;
                master_write = 1'b0;
                master_writedata = 32'h0;
                new_swapped = swapped;
                next_data1 = master_readdata;  
                next_data2 = 32'h0;
                LEDR[9:3]= 7'b0010000;
            end
            CMP:begin
                if(data1 > master_readdata)begin
                    next_state = SWITCH;
                    new_m_addr = master_address - 32'd8;
                    new_count = count;  
                end else begin
                    if(count == 11'd1023 && swapped == 0)begin
                        next_state = DONE;
                    end else begin
                        next_state = LOAD1;  
                    end
                    new_m_addr = (count == 11'd1023)?32'h6000:master_address - 32'd4;
                    new_count = (count == 11'd1023)? 1'b0:count + 1'b1;  
                end
                slave_waitrequest = 1'b1;  
                master_read = 1'b0;
                master_write = 1'b0;
                master_writedata = 32'h0;
                new_swapped = (count == 11'd1023) ? 1'b0 : swapped;  
                next_data1 = data1;  
                next_data2 = master_readdata;  
                LEDR[9:3]= 7'b0001000;
            end
            SWITCH:begin  
                next_state = SWITCH2;
                new_count = (count == 11'd1023)? 1'b0:count + 1'b1;  
                new_m_addr = master_address + 32'h4; 
                slave_waitrequest = 1'b1;  
                master_read = 1'b0;
                master_write = 1'b1;
                master_writedata = data2;
                new_swapped = 1'b1;
                next_data1 = data1; 
                next_data2 = data2;
                LEDR[9:3]= 7'b0000100;
            end
            SWITCH2:begin  
                next_state = LOAD1;
                new_count = count;
                new_m_addr = (count == 11'd1023)?32'h6000:master_address;
                slave_waitrequest = 1'b1;  
                master_read = 1'b0;
                master_write = 1'b1;
                master_writedata = data1;
                new_swapped = swapped;
                next_data1 = data1; 
                next_data2 = data2;
                LEDR[9:3]= 7'b0000010;
            end
            DONE:begin
                next_state = INIT;  
                new_count = 10'b0;
                new_m_addr = 32'h0;
                slave_waitrequest = 1'b1;  
                master_read = 1'b0;
                master_write = 1'b0;
                master_writedata = 32'h0;
                new_swapped = 1'b0;
                next_data1 = 32'h0;
                next_data2 = 32'h0;
                LEDR[9:3]= 7'b0000001;
            end
            default:begin
                next_state = INIT;
                new_count = 10'b0;
                new_m_addr = 32'h0;
                slave_waitrequest = 1'b0;  
                master_read = 1'b0;
                master_write = 1'b0;
                master_writedata = 32'h0;
                new_swapped = 1'b0;
                next_data1 = 32'h0;
                next_data2 = 32'h0;
                LEDR[9:3]= 7'b0000000;
            end
        endcase
    end 
endmodule
==> run.sh <==
#!/bin/bash
# OpenROAD 26Q1-2900-gdf79404cd8, Yosys 0.63+post, stock flow scripts
make -C /OpenROAD-flow-scripts/flow DESIGN_CONFIG=/design/flow/config.mk WORK_HOME=/design/flow/orfs finish
==> config.mk <==
export PLATFORM = sky130hd
export DESIGN_NAME = sorting_hardware
export DESIGN_NICKNAME = sorting_hardware
export VERILOG_FILES = /design/flow/design.v
export SDC_FILE = /design/flow/constraint.sdc
export NUM_CORES = 4
export LEC_CHECK = 1
export CORE_UTILIZATION = 30
==> constraint.sdc <==
current_design sorting_hardware

set clk_period 11.4
set clk_io_pct 0.2

create_clock -name clk0 -period $clk_period [get_ports {clk}]

set non_clock_inputs [all_inputs -no_clocks]
set_input_delay [expr $clk_period * $clk_io_pct] -clock clk0 $non_clock_inputs
set_output_delay [expr $clk_period * $clk_io_pct] -clock clk0 [all_outputs]
==> impl_metrics.yaml <==
# generated from flow reports
clock_tree:
  cts_root_buf: "clkbuf_16"
  cts.repair.resized: 0
  clkTransAtPathRegs_ns: 0.06
  cts_buffer_depth: 2
  htree_levels: 4
  post-cts-setup-buffer-count: 0
  numCtsBuffers: 17
  cts_hold_buf: 0
  cts.sinks: 113
  tritoncts: "done"
  insertion_delay_ns: 0.42
yosys:
  ys_area_sq_um: 7860
  ys_warn_count: 3
  yosys_cells: 1054
  synth_seq_share_pct: 28.8
  synthArstFlopShare_pct: 0
  ys_ff: 113
  top_area_cell: "dfxtp_1"
  synthesis.area_sq_um: 7860
  top_cells_by_area: "dfxtp_1, nand2_1, ha_1"
  edf_count: 0
  netlist_instances: 1054
  ys_types: 84
  top_cell_area_share_pct: 28.8
  avgSynthCellArea_sq_um: 7.45
  ys_dominant_reg_cell: "dfxtp_1"
pwr:
  ir_drop_v: 0.000110
  powerDensity_nw_per_um2: 107
  power_mw: 1.03
  total_leakage_power_nw: 3.71
timing:
  slew_viol_final: 0
  relSlewSlack_pct: 34.9
  rsz0062_at_grt: "false"
  fin_crit_ns: 5.39
  worst_clock_skew_ns: 0.00957
  worst_pin_slew_ns: 0.970
  hold_violations: 0
  fin_setup_tns_ns: 0
  finalWorstSetupSlack_ns: 6.01
  finalSetupViolCount: 0
  clock.fmax_mhz: 186
  finalCritPeriodShare_pct: 47.3
floorplan:
  io_pins: 182
  die_y_um: 164
  fp.dieW_um: 164
  floorplan.core_util_pct: 30.9
  rows: 58
  die-area_sq_um: 26800
  core-area_sq_um: 25400
global_routing:
  grt_pass1_vias: 7192
  antenna_found_initial: 1
  grt_remaining_overflow: 0
  grt_pass1_wl_um: 40600
  grtUsageTotal_pct: 19.8
  grt_start_max_net_pins: 48
min_path:
  hp-class: "register to register"
  worstHoldPathCells: 2
routing:
  firstDrtPassIters: 5
  ant_nets: 0
  vias: 7991
  routed_via_density: 5.47
  drtIter0Drc: 682
  drc_errors: 0
  routed_wl_um: 25900
  wl_per_cell_um: 17.7
place:
  dp_hpwl_um: 17000
  place_congestion: 0.900
  pre_cts_ws_ns: 5.61
  port-buffer-count: 110
  place_area_sq_um: 9040
setup_path:
  end_kind: "register"
  ff2ff_setup_slack_ns: 7.81
  max_stage_delay_ns: 0.53
  crit_type: "input pin to register"
  rr_worst_depth: 9
  start_kind: "input pin"
  arrival_ns: 5.73
  cp_slowest_cell: "clkdlybuf4s50_1"
  r2r_end: "master_address[18]$_SDFFE_PN0P_"
  startpoint: "master_readdata[29]"
  critical_path.max_fanout: 21
  endpoint: "master_address[27]$_SDFFE_PN0P_"
  reg2reg_from: "count[0]$_SDFFE_PN0P_"
  required_ns: 11.74
  path_cells: "clkdlybuf4s50_1 > inv_1 > ha_1 > nand4_1 > nor4_1 > nand2b_1 > a31oi_2 > o21ai_2 > buf_4 > a21o_1 > o41a_1 > o21ai_1"
layout:
  logic_area_sq_um: 4950
  design_area_sq_um: 9630
  drive_gt1_share_pct: 7.17
  fill_cells: 2565
  syn_to_final_growth_pct: 22.6
  regArea_sq_um: 2260
  utilization_pct: 37.9
outcome:
  status: "complete, no violations"
run:
  warnings: 63
  max_cap_violations: 0
==> routing by layer <==
metal	global-route usage, %	part of all wire, %	up-vias
met5	1.52	0.20	-
met4	4.21	2.3	2
met3	4.30	8.6	53
met2	29.9	44	365
met1	29.1	45	3721
li1	-	-	3850
==> where the power goes <==
part / total [mW] / switching [mW] / internal, mW
clock network: 0.537 / 0.212 / 0.325
registers: 0.408 / 0.00942 / 0.398
logic: 0.0887 / 0.0475 / 0.0412
==> per-stage QoR <==
step / hold slack, ns / cells
6_report: 0.449 / 1461
5_1_grt: 0.472 / 1461
4_1_cts: 0.448 / 1460
3_5_place_dp: 0.436 / 1428
3_3_place_gp: 0.431 / 1428
2_1_floorplan: 0.421 / 1088
==> cell type report <==
cell class | instances | area share, %
tap | 330 | 4.29
inverter | 41 | 1.60
antenna | 1 | 0.0260
timing repair buffer | 132 | 13.1
multi-input combinational | 812 | 51.4
clock inverter | 14 | 1.64
sequential | 113 | 23.5
clock buffer | 18 | 4.46
==> worst min-delay path by stage <==
stage,to,startpoint,slack (ns)
global route,data2[11]$_SDFFE_PN0N_,data2[11]$_SDFFE_PN0N_,0.47
CTS,count[10]$_SDFFE_PN0P_,count[10]$_SDFFE_PN0P_,0.45
finish,data1[0]$_SDFFE_PN0N_,data1[0]$_SDFFE_PN0N_,0.45
==> placed cells by master (no fill, tap or decap), types with 22 or more instances in the layout <==
master	instances
buf_4	22
dfxtp_1	113
conb_1	36
clkdlybuf4s50_1	110
nand3_1	67
inv_1	40
ha_1	38
o21ai_0	47
nand2_1	157
a22o_1	35
a21boi_0	26
a21oi_1	86
nor2_1	53
==> worst max-delay path: cells and delay by family <==
family | cells | cell delay, ns
adder cells (fa/ha/maj) | 1 | 0.29
buffers and inverters | 3 | 0.87
AND-OR/OR-AND | 5 | 1.47
AND/OR/NAND/NOR | 3 | 0.79
==> synth_stat cells (5+ instances only) <==
cell and instances:
a21o_1 6, buf_4 38, xnor2_1 13, and3_1 16, dfxtp_1 113, and4_1 7, o22ai_1 10, o21ai_0 47
xor2_1 11, a21boi_0 26, nor2b_1 5, and2_1 20, o31ai_1 6, nor3_1 21, buf_1 7, inv_1 40
o211ai_1 8, nor4_1 10, a21oi_1 86, a31oi_1 12, nor2_1 54, clkbuf_1 63, buf_2 12, nand4_1 20
nand3_1 67, ha_1 38, nand2_1 157, a22o_1 35, a211oi_1 8, or3_1 7
==> cell families (layout without fill, tap and decap cells) <==
logic type | after synthesis | count (layout) | synth area share [%]
compound gates | 294 | 294 | 25.1
xor+xnor | 24 | 24 | 2.68
fa+ha+maj | 38 | 38 | 6.05
buf+inv | 163 | 205 | 9.99
flops | 113 | 113 | 28.8
mux | 3 | 3 | 0.382
other cells | 2 | 37 | 0.0956
simple gates | 417 | 417 | 26.9
==> sequential cells by signal, summed over array words and instances (netlist names) <==
register and cells:
data1 32, data2 32, master_address 30, count 11, state 7, swapped 1
Power and IR drop assume default switching activity.
