==> ./config.mk <==
export PLATFORM = sky130hd
export DESIGN_NAME = vga_controller
export DESIGN_NICKNAME = vga_controller
export VERILOG_FILES = /design/flow/design.v
export SDC_FILE = /design/flow/constraint.sdc
export NUM_CORES = 4
export LEC_CHECK = 1
export CORE_UTILIZATION = 40
==> ./constraint.sdc <==
current_design vga_controller

set clk_period 4.6
set clk_io_pct 0.2

create_clock -name clk0 -period $clk_period [get_ports {vga_clock}]

set non_clock_inputs [all_inputs -no_clocks]
set_input_delay [expr $clk_period * $clk_io_pct] -clock clk0 $non_clock_inputs
set_output_delay [expr $clk_period * $clk_io_pct] -clock clk0 [all_outputs]
==> ./design.v <==
// synopsys translate_off
`timescale 1 ps / 1 ps
// synopsys translate_on
module vga_address_translator(x, y, mem_address);
	parameter RESOLUTION = "320x240";
	input [((RESOLUTION == "320x240") ? (8) : (7)):0] x;
	input [((RESOLUTION == "320x240") ? (7) : (6)):0] y;
	output reg [((RESOLUTION == "320x240") ? (16) : (14)):0] mem_address;
	wire [16:0] res_320x240 = ({1'b0, y, 8'd0} + {1'b0, y, 6'd0} + {1'b0, x});
	wire [15:0] res_160x120 = ({1'b0, y, 7'd0} + {1'b0, y, 5'd0} + {1'b0, x});
	always @(*)
	begin
		if (RESOLUTION == "320x240")
			mem_address = res_320x240;
		else
			mem_address = res_160x120[14:0];
	end
endmodule
// synopsys translate_off
`timescale 1 ps / 1 ps
// synopsys translate_on
module vga_controller(	vga_clock, resetn, pixel_colour, memory_address,
		VGA_R, VGA_G, VGA_B,
		VGA_HS, VGA_VS, VGA_BLANK,
		VGA_SYNC, VGA_CLK);
	parameter BITS_PER_COLOUR_CHANNEL = 1;
	parameter MONOCHROME = "FALSE";
	parameter RESOLUTION = "320x240";
	parameter USING_DE1 = "FALSE";
	parameter C_VERT_NUM_PIXELS  = 11'd480;
	parameter C_VERT_SYNC_START  = 11'd493;
	parameter C_VERT_SYNC_END    = 11'd494;  
	parameter C_VERT_TOTAL_COUNT = 11'd525;
	parameter C_HORZ_NUM_PIXELS  = 11'd640;
	parameter C_HORZ_SYNC_START  = 11'd659;
	parameter C_HORZ_SYNC_END    = 11'd754;  
	parameter C_HORZ_TOTAL_COUNT = 11'd800;
	input vga_clock, resetn;
	input [((MONOCHROME == "TRUE") ? (BITS_PER_COLOUR_CHANNEL-1) : (BITS_PER_COLOUR_CHANNEL*3-1)):0] pixel_colour;
	output [((RESOLUTION == "320x240") ? (16) : (14)):0] memory_address;
	output reg [9:0] VGA_R;
	output reg [9:0] VGA_G;
	output reg [9:0] VGA_B;
	output reg VGA_HS;
	output reg VGA_VS;
	output reg VGA_BLANK;
	output VGA_SYNC, VGA_CLK;
	reg VGA_HS1;
	reg VGA_VS1;
	reg VGA_BLANK1;
	reg [9:0] xCounter, yCounter;
	wire xCounter_clear;
	wire yCounter_clear;
	wire vcc;
	reg [((RESOLUTION == "320x240") ? (8) : (7)):0] x;
	reg [((RESOLUTION == "320x240") ? (7) : (6)):0] y;
	assign vcc =1'b1;
	always @(posedge vga_clock or negedge resetn)
	begin
		if (!resetn)
			xCounter <= 10'd0;
		else if (xCounter_clear)
			xCounter <= 10'd0;
		else
		begin
			xCounter <= xCounter + 1'b1;
		end
	end
	assign xCounter_clear = (xCounter == (C_HORZ_TOTAL_COUNT-1));
	always @(posedge vga_clock or negedge resetn)
	begin
		if (!resetn)
			yCounter <= 10'd0;
		else if (xCounter_clear && yCounter_clear)
			yCounter <= 10'd0;
		else if (xCounter_clear)		 
			yCounter <= yCounter + 1'b1;
	end
	assign yCounter_clear = (yCounter == (C_VERT_TOTAL_COUNT-1));
	always @(*)
	begin
		if (RESOLUTION == "320x240")
		begin
			x = xCounter[9:1];
			y = yCounter[8:1];
		end
		else
		begin
			x = xCounter[9:2];
			y = yCounter[8:2];
		end
	end
	vga_address_translator controller_translator(
					.x(x), .y(y), .mem_address(memory_address) );
		defparam controller_translator.RESOLUTION = RESOLUTION;
	always @(posedge vga_clock)
	begin
		if (USING_DE1 == "TRUE")
			VGA_HS1 <= ~((xCounter >= C_HORZ_SYNC_START-2) && (xCounter <= C_HORZ_SYNC_END-2));
		else
			VGA_HS1 <= ~((xCounter >= C_HORZ_SYNC_START) && (xCounter <= C_HORZ_SYNC_END));
		VGA_VS1 <= ~((yCounter >= C_VERT_SYNC_START) && (yCounter <= C_VERT_SYNC_END));
		VGA_BLANK1 <= ((xCounter < C_HORZ_NUM_PIXELS) && (yCounter < C_VERT_NUM_PIXELS));
		VGA_HS <= VGA_HS1;
		VGA_VS <= VGA_VS1;
		VGA_BLANK <= VGA_BLANK1;
	end
	assign VGA_SYNC = vcc;
	assign VGA_CLK = vga_clock;
	integer index;
	integer sub_index;
	wire on_screen;
	assign on_screen = (USING_DE1 == "TRUE") ?
							(({1'b0, xCounter} >= 2) & ({1'b0, xCounter} < C_HORZ_NUM_PIXELS+2) & ({1'b0, yCounter} < C_VERT_NUM_PIXELS)) :
							(({1'b0, xCounter} >= 0) & ({1'b0, xCounter} < C_HORZ_NUM_PIXELS+2) & ({1'b0, yCounter} < C_VERT_NUM_PIXELS));
	always @(pixel_colour or on_screen)
	begin
		VGA_R <= 'b0;
		VGA_G <= 'b0;
		VGA_B <= 'b0;
		if (MONOCHROME == "FALSE")
		begin
			for (index = 10-BITS_PER_COLOUR_CHANNEL; index >= 0; index = index - BITS_PER_COLOUR_CHANNEL)
			begin
				for (sub_index = BITS_PER_COLOUR_CHANNEL - 1; sub_index >= 0; sub_index = sub_index - 1)
				begin
					VGA_R[sub_index+index] <= on_screen & pixel_colour[sub_index + BITS_PER_COLOUR_CHANNEL*2];
					VGA_G[sub_index+index] <= on_screen & pixel_colour[sub_index + BITS_PER_COLOUR_CHANNEL];
					VGA_B[sub_index+index] <= on_screen & pixel_colour[sub_index];
				end
			end
		end
		else
		begin
			for (index = 0; index < BITS_PER_COLOUR_CHANNEL; index = index + 1)
			begin
				VGA_R[index+10-BITS_PER_COLOUR_CHANNEL] <= on_screen & pixel_colour[index];
				VGA_G[index+10-BITS_PER_COLOUR_CHANNEL] <= on_screen & pixel_colour[index];
				VGA_B[index+10-BITS_PER_COLOUR_CHANNEL] <= on_screen & pixel_colour[index];
			end
		end
	end
endmodule
==> ./run.sh <==
#!/bin/bash
# OpenROAD 26Q1-2900-gdf79404cd8, Yosys 0.63+post, stock flow scripts
make -C /OpenROAD-flow-scripts/flow DESIGN_CONFIG=/design/flow/config.mk WORK_HOME=/design/flow/orfs finish
==> results.yml <==
# implementation run metrics
status:
  outcome: "complete, no violations"
timing:
  rsz0062_at_grt: "no"
  max_slew_margin_pct: 41.53
  max_freq_ghz: 0.2362
  finalSetupTns_ns: 0
  worst_pin_slew_ns: 0.8751
  skew_ns: 0.005946
  setup_viol: 0
  period_used_pct: 92.04
  min_period_ns: 4.234
  report.final.slew_viol_count: 0
  hold_violations: 0
hold_path:
  min-delay-start: "VGA_VS1"
  min_path_type: "reg -> reg"
  min_to: "VGA_VS"
  min_path_cells: 0
finish:
  area_growth_pct: 22.77
  final_area_um2: 2476
  fillerInstances: 465
  layout-drive-gt1-share_pct: 5.809
  lay_top_cells: "clkdlybuf4s50_1 (55), ha_1 (22), dfrtp_1 (20)"
  layout_top_cell: "clkdlybuf4s50_1"
power:
  p_leak_uw: 0.001130
  cellPowerDensity_nw_per_um2: 198.8
  intPower_uw: 398.5
  seqPwrFrac_pct: 46.2
  ir_drop_v: 0.0002019
  switching_power_uw: 93.78
  p_clk_share_pct: 47.2
  swShare_pct: 19.05
  combPwrFrac_pct: 6.6
flow_run:
  warning_count: 31
  cap_violations: 0
drt:
  firstDrtPassIters: 4
  diodes: 0
  first_iter_violations: 73
  routed_wl_um: 3668
  avgRoutedWirePerCell_um: 11.91
  ant_nets: 0
  viasPerCell: 4.737
  vias: 1459
  drc_errors: 0
worst_setup_path:
  crit_type: "reg -> out"
  r2r_setup_slack_ns: 2.61
  r2r_start: "xCounter[1]"
  crit_fanout: 6
  r2r-end: "yCounter[3]"
  critical_path.startpoint_type: "flip-flop"
  crit_path_end_kind: "output pin"
  cp.required_ns: 3.68
  arrival_ns: 3.31
  rr_worst_depth: 5
yosys:
  yosysChipArea_um2: 2017
  yosysSeqAreaShare_pct: 30.77
  synth_cells: 217
  synthFlopType: "dfrtp_1"
  synth_area_um2: 2017
  ys.flops: 26
  ys_warn_count: 3
  ys_types: 44
  yosys_cells: 217
  async_flop_share_pct: 76.92
  synth.avg_cell_area_um2: 9.295
  edf_count: 0
placement:
  dpl_cell_area_um2: 2380
  gp_congestion: 0.8355
  io_buffers: 55
  dp_hpwl_um: 2759
cts:
  cts_hold_buf: 0
  post_cts_buffers: 0
  clk-insertion-delay-late_ns: 0.38
  cts_tree: "built"
  ctsResizeCount: 0
  path_clk_slew_ns: 0.09
global_routing:
  grt_overflow: 0
  grt_start_max_net_pins: 21
  first_global_vias: 1238
  grt_pass1_wl_um: 5837
  antenna_found_initial: 0
  gr-usage-all-layers_pct: 14.11
floorplanning:
  die_h_um: 73.01
  die_w_um: 73.01
  die-area_um2: 5330
  pin_count: 57
  fp.coreArea_um2: 4786
  fp_util_pct: 42.14
  core.rowCount: 25
-- power by group through the flow --
stage | Sequential (uW) | Clock [uW] | Combinational [uW]
after global routing | 228 | 248 | 36.8
final | 228 | 232 | 32.6
after CTS | 228 | 238 | 33.6
-- synthesized netlist by cell type (3+ instances only) --
cell type / instances / area share [%]
nand2_1: 9 / 1.7
a21oi_1: 9 / 2.2
clkbuf_1: 3 / 0.56
xor2_1: 4 / 1.7
and2_1: 3 / 0.93
nand3_1: 10 / 2.5
ha_1: 22 / 14
nand4_1: 6 / 1.9
nor3b_1: 3 / 1.1
dfxtp_1: 6 / 6.0
o21ai_0: 6 / 1.5
xnor2_1: 12 / 5.2
dfrtp_1: 20 / 25
inv_1: 14 / 2.6
buf_4: 36 / 13
and3_1: 3 / 0.93
mux2i_1: 3 / 1.5
nor2_1: 13 / 2.4
-- sequential cells by signal (all words and copies together), names as in the netlist --
name,cells
xCounter,10
yCounter,10
VGA_BLANK,1
VGA_BLANK1,1
VGA_HS,1
VGA_HS1,1
VGA_VS,1
VGA_VS1,1
-- critical path, stage by stage, from the launching register on --
cell and delay [ns]:
dfrtp_1 0.43, inv_1 0.15, fa_1 0.55, inv_1 0.06
fa_1 0.46, a21o_1 0.19, o2bb2ai_1 0.14, o41ai_1 0.34
xnor2_1 0.16, clkdlybuf4s50_1 0.47
-- worst max path at each step --
stage / from / endpoint / slack (ns) / depth (start not counted)
finish: yCounter[1] / memory_address[15] / 0.37 / 9
CTS: yCounter[1] / memory_address[15] / 0.34 / 9
global route: yCounter[1] / memory_address[15] / 0.22 / 9
-- stage by stage --
stage / util (%) / instances / setup WS (ns) / hold WS [ns] / total power, uW
after global placement: 49.73 / 301 / 0.8267 / 0.3119 / 279.9
after detailed placement: 49.73 / 301 / 0.7496 / 0.3165 / 279.8
after global routing: 51.74 / 308 / 0.2215 / 0.3449 / 512.5
after floorplan: - / 217 / 1.282 / 0.3096 / 260.4
final: 51.74 / 308 / 0.3662 / 0.3362 / 492.3
after CTS: 51.74 / 308 / 0.3361 / 0.3390 / 499.0
-- cells by family after synthesis --
logic type      after synthesis  synth area share [%]
other cells                   1                0.1859
compound gates               30                 9.802
buf+inv                      54                 16.81
xor+xnor                     16                 6.948
mux                           4                 2.047
simple gates                 62                 17.81
fa+ha+maj                    24                 15.63
flops                        26                 30.77
-- cell type report --
class / instances / area [um2] / share of cell area [%]
Timing Repair Buffer: 56 / 555.5 / 22.44
Sequential cell: 26 / 620.6 / 25.06
Tap cell: 67 / 83.83 / 3.386
Inverter: 14 / 52.55 / 2.122
Multi-Input combinational cell: 137 / 1057 / 42.70
Clock buffer: 8 / 106.4 / 4.295
-- per-layer routing --
layer	up-vias	share of wire (%)	track usage (%)	wire, um
met5	-	0	0	0
met2	43	40	18.21	1453
li1	773	-	-	-
met1	640	54	25.39	1997
met4	0	1.0	2.614	38
met3	3	4.9	1.681	178
Power is estimated from default activity; no workload was simulated.
